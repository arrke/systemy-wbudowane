==> ./run.sh <==
#!/bin/bash
# OpenROAD 26Q1-2900-gdf79404cd8, Yosys 0.63+post, stock flow scripts
make -C /OpenROAD-flow-scripts/flow DESIGN_CONFIG=/design/flow/config.mk WORK_HOME=/design/flow/orfs finish
==> ./config.mk <==
export PLATFORM = sky130hd
export DESIGN_NAME = decoder_hex_10
export DESIGN_NICKNAME = decoder_hex_10
export VERILOG_FILES = /design/flow/design.v
export SDC_FILE = /design/flow/constraint.sdc
export NUM_CORES = 4
export LEC_CHECK = 1
export CORE_AREA = 10 10 70 70
export DIE_AREA = 0 0 80 80
==> ./constraint.sdc <==
current_design decoder_hex_10

set clk_period 1.9
set clk_io_pct 0.2

create_clock -name clk0 -period $clk_period

set non_clock_inputs [all_inputs -no_clocks]
set_input_delay [expr $clk_period * $clk_io_pct] -clock clk0 $non_clock_inputs
set_output_delay [expr $clk_period * $clk_io_pct] -clock clk0 [all_outputs]
==> ./design.v <==
module adder_N_bits #(parameter N=8)
(input [N-1:0] A, B, input cin,
output [N-1:0] s, output cout);
	assign {cout, s} = A+B+cin;
endmodule
module register_N_bits_aclr_ena
#(parameter N=8)
(input clk,aclr,ena,input [N-1:0] D,
output reg[N-1:0] Q);
always @(posedge clk,negedge aclr)
if (~aclr) 
Q <= {N{1'b0}};
else if (ena)
Q <= D;
else
                              Q <= Q;
endmodule
module multiplier_N_bits #(parameter N=8)
(input [N-1:0] a,b, output [2*N-1:0] p);
	wire [7:0] m[7:0];
	wire [7:0] s[1:7];
	wire cout[1:7];
	genvar i;
	generate
		for(i=0; i<N; i=i+1) begin:bl1
		assign m[i] = a & {N{b[i]}};
		end
	endgenerate
	adder_N_bits #(N) ex1({1'b0,m[0][N-1:1]},m[1],1'b0,s[1],cout[1]);
	generate
		for(i=2; i<N; i=i+1) begin:bl2
		adder_N_bits #(N) 
		exi({cout[i-1],s[i-1][N-1:1]},m[i],1'b0,s[i],cout[i]);
		end
	endgenerate
	assign p[0] = m[0][0];
	generate
		for(i=1;i<N-1;i=i+1) begin:bl3
		assign p[i] = s[i][0];
		end
	endgenerate
	assign p[2*N-2:N-1] = s[N-1];
	assign p[2*N-1] = cout[N-1];
endmodule
module decoder_hex_10(
	input [3:0]x,
	output reg [0:6]h);
	always @(x)
		case (x)
			0: h = 7'b1000000;
			1: h = 7'b1111001;
			2: h = 7'b0100100;
			3: h = 7'b0110000;
			4: h = 7'b0011001;
			5: h = 7'b0010010;
			6: h = 7'b0000010;
			7: h = 7'b1111000;
			8: h = 7'b0000000;
			9: h = 7'b0011000;
			default: h = 7'b1111111;
		endcase
endmodule
module decoder_hex_10_normal(
	input [3:0]x,
	output reg [0:6]h);
	always @(x)
		case (x)
			0: h = 7'b0000000;
			1: h = 7'b0000001;
			2: h = 7'b0000010;
			3: h = 7'b0000011;
			4: h = 7'b0000100;
			5: h = 7'b0000101;
			6: h = 7'b0000110;
			7: h = 7'b0000111;
			8: h = 7'b0001000;
			9: h = 7'b0001001;
			default: h = 7'b1111111;
		endcase
endmodule
module zad4
(input [9:0]SW,
 input [1:0] KEY,
 output [0:6] HEX3, HEX2, HEX1, HEX0,
 output reg [7:0] LEDR);
 assign clk = KEY[1];
 assign aclr = KEY[0];
 assign EA = SW[9];
 assign EB = SW[8];
 wire [7:0] A,B, Data;
 wire [15:0] M,P;
 assign Data = SW[7:0];
  always @(*)
	if(SW[9] && !SW[8]) LEDR = A;
	else if(SW[8] && !SW[9]) LEDR = B;
	else LEDR = 8'b00000000;
 register_N_bits_aclr_ena #(8) register_1(clk, aclr, EA, Data, A);
 register_N_bits_aclr_ena #(8) register_2(clk, aclr, EB, Data, B);
 multiplier_N_bits #(8) exM(A,B,M);
 register_N_bits_aclr_ena #(16) exP(clk,aclr,1'b1,M,P);
 decoder_hex_10_normal d1(P%10,HEX0);
 decoder_hex_10_normal d2((P%100)/10,HEX1);
 decoder_hex_10_normal d3((P%1000)/100,HEX2);
 decoder_hex_10_normal d4((P%10000)/1000,HEX3);
endmodule
==> results.txt <==
Numbers from the implementation run.

The critical path class is in -> out. According to the floorplan log, the row count is 21. The leakage power is 0.000192 µW. The yosys stat cell total is 34. For the finished layout, the period the worst path requires is 1.86 ns.

After technology mapping, the gate count stands at 34. After synthesis, flip-flops and latches occupy 0% of the total area. The run finished with clean final reports. The area of the placeable core is 3420 µm². The switching power summed over all nets is 40.7 µW.

In the final report, the number of pins over their slew limit comes to 0. For this run, the detailed router reports a per-instance via density of 2.85. The startpoint of the most critical setup path is x[0].

The repair_antennas step left the layout with diodes totalling 0. The width of the chip is 80 µm. Summed over all layers, the routed wires come to 768 µm.

The maximum net fanout on the critical path is 3. The transition time recorded at the tightest slew-check pin is 0.216 ns. The type of the most critical hold path is in -> out. Per the placement log, port buffering inserted 11 buffers. The chip area estimate from yosys synthesis is 241 µm². Per the summary, power density relative to cell area is 205 nW/µm². The number of clock buffers in the layout is 0. Pin placement for this block handled 11 I/O pins. The smallest setup slack after layout is 0.0372 ns. Summed over all layers, the global routing overflow is 0. The area of all sequential standard cells is 0 µm². The wire length of the first global-routing pass is 1340 µm. The type of element capturing the critical path is an output pin.

The iteration-0 DRC count of the detailed router is 5. The final weighted congestion in routability-driven placement is 0.694. In this run the remaining antenna-violating nets after routing total 0. In this run the tools logged warnings totalling 37.

Net switching is 40.9% of the power. In this run the critical path is formed by buf_2, buf_4, ha_2, nor3b_4, nor2_1, clkdlybuf4s50_1. The clock network fraction of design power is 0%.

The main kind of combinational logic by area is AND-OR/OR-AND gates. Cells with a size suffix above 1 make up 56.0% of the layout. The starting density of the core is 7.07%. Per the timing report, the achievable frequency comes out to 0.537 GHz. The largest net degree at the start of global routing is 11. The number of library cell types mapped by synthesis is 14.

The max capacitance violation total is 0. According to the timing report, the data required time at the worst endpoint equals 1.52 ns. The via count of the first global-routing pass is 287. The final cycle utilization of the critical path is 98.0%. For this run, the slowest stage of the critical path takes 0.40 ns.

The post-synthesis instance area is 241 µm². Setup repair after global routing could not meet its margin everywhere. Between the synthesized netlist and the finished layout, the area growth was recorded as 101%. The synthesis report lists the Yosys warning total as 1. Summing the areas of all and, or, nand and nor instances in the mapped netlist gives 28.0% of the synthesized area. Per the STA report, the cell with the highest stage delay on the worst path is clkdlybuf4s50_1. The total internal power is 58.8 µW.

The global router's overall resource usage is 2.42%. The initial antenna violation count is 0. The number of standard cells in the layout, taps in and fillers out is 96. In this design, the largest share of critical-path delay is due to buffers and inverters. The die is 80 µm tall. The placed cell count is 95. The half-perimeter wire length after detailed placement is 569 µm.

The post-CTS hold buffer count recorded in the log is 0. The total via count after detailed routing is 274. The worst-case max-slew headroom was logged as 85.6%. The overall power consumption is 99.5 µW.

The synthesized netlist devotes 25.9% of its cell area to adder and majority cells. For this run, the share of the core covered by cells in the final layout is 14.2%. The synthesized-area fraction occupied by xor and xnor cells is 0%.

Combinational cells account for 100.0% of the total power. Setup slack on the worst path after placement came out at -0.466 ns. The number of sequential cells in the layout is 0.

The number of detailed-routing iterations run before antenna repair is 2. Summing all multiplexer cells gives an area fraction of 0%. The number of setup violations in the final report is 0.

The script parses the final routing iteration and logs DRC violations as 0. In this run the mean area of a mapped cell was 7.10 µm². The number of buffer and inverter stages on the critical path is 3. STA classifies the critical path startpoint as an input port.

Per the OpenROAD floorplan log, the area of the die is 6400 µm². Data arrives at the worst endpoint at 1.48 ns. The maximum VDD drop is 25.7 µV.

The worst min-delay path startpoint is x[3]. In this run, the synthesized area fraction spent on AND-OR/OR-AND gates is recorded as 34.7%. The sequential group share of total power is 0%. The script logs the mean routed wire length per placed instance as 8.00 µm. The final tally of hold violations is 0.
==> layout by cell type, fill, tap and decap left out, drive strengths merged <==
| cell | instances |
|---|---|
| ha | 5 |
| dlygate4sd2 | 1 |
| o21ai | 10 |
| clkdlybuf4s50 | 6 |
| nor3b | 1 |
| clkdlybuf4s15 | 1 |
| nor2 | 4 |
| nand2 | 2 |
| a21oi | 3 |
| inv | 3 |
| nand2b | 4 |
| buf | 10 |
==> cell usage after synthesis <==
master | n | area share (%)
ha_1 | 5 | 26
o21ai_2 | 5 | 18
nor2_1 | 4 | 6.2
o21ai_1 | 4 | 8.3
a21oi_1 | 3 | 6.2
inv_1 | 3 | 4.7
nand2b_1 | 2 | 5.2
nand2b_2 | 2 | 7.3
buf_2 | 1 | 2.1
buf_6 | 1 | 4.7
nand2_1 | 1 | 1.6
nand2_2 | 1 | 2.6
nor3b_2 | 1 | 5.2
o21ai_0 | 1 | 2.1
==> cells by family after synthesis <==
kind of cell / Yosys count
AOI/OAI and AO/OA: 13
and+or+nand+nor: 11
adders and majority gates: 5
buffers and inverters: 5
==> worst min-delay path, stage by stage <==
cell           delay, ns
buf_2               0.13
buf_6               0.14
nor3b_4             0.05
nor2_1              0.07
dlygate4sd2_1       0.20
==> final cells by class <==
class	instances	area (µm²)
well taps	46	57.6
fillers	384	2930
multi-input cells	29	254
inverters	3	11.3
repair buffers	18	161
==> routing by layer <==
layer	up-vias	share of wire, %	GRT usage, %
met5	-	0	0
met4	0	0	0
met3	0	8.6	0.455
met2	7	46	4.25
met1	118	45	3.16
li1	149	-	-
==> power by group through the flow <==
stage	Clock [µW]	Combinational, µW	Sequential [µW]
final	0	99.5	0
after global routing	0	111	0
after CTS	0	97.0	0
==> through the flow <==
| step | hold slack [ns] | area, µm² | TNS, ns |
|---|---|---|---|
| 2_1_floorplan | 0.839 | 241 | 0 |
| 3_3_place_gp | 1.85 | 438 | -2.77 |
| 3_5_place_dp | 1.86 | 438 | -2.85 |
| 4_1_cts | 1.47 | 474 | 0 |
| 5_1_grt | 1.41 | 484 | -0.0247 |
| 6_report | 1.36 | 484 | 0 |
==> path summary, 6_finish.rpt <==
path              slack [ns]  cells past startpoint   end
setup / recovery        0.04                      6  h[0]
hold / removal          1.36                      5  h[1]
==> repair_timing <==
action,in CTS,in global routing
gates resized,26,5
pin swaps,4,2
setup buffers,0,0
endpoints found under the setup margin,7,5
cloned,1,0
Power and IR drop assume default switching activity.
